### flow/run.sh
#!/bin/bash
# OpenROAD 26Q1-2900-gdf79404cd8, Yosys 0.63+post, stock flow scripts
make -C /OpenROAD-flow-scripts/flow DESIGN_CONFIG=/design/flow/config.mk WORK_HOME=/design/flow/orfs finish
### flow/config.mk
export PLATFORM = sky130hd
export DESIGN_NAME = demux1_8
export DESIGN_NICKNAME = demux1_8
export VERILOG_FILES = /design/flow/design.v
export SDC_FILE = /design/flow/constraint.sdc
export NUM_CORES = 4
export LEC_CHECK = 1
export CORE_UTILIZATION = 30
### flow/constraint.sdc
current_design demux1_8

set clk_period 1.0
set clk_io_pct 0.2

create_clock -name clk0 -period $clk_period

set non_clock_inputs [all_inputs -no_clocks]
set_input_delay [expr $clk_period * $clk_io_pct] -clock clk0 $non_clock_inputs
set_output_delay [expr $clk_period * $clk_io_pct] -clock clk0 [all_outputs]
### flow/design.v
module demux1_2(x_in, sel,  y_out0, y_out1);
  parameter DATA_WIDTH=16;
  input [DATA_WIDTH-1:0] x_in;
  input sel;
  output [DATA_WIDTH-1:0] y_out0;
  output [DATA_WIDTH-1:0] y_out1;
  logic [DATA_WIDTH-1:0] y_out0;
  logic [DATA_WIDTH-1:0] y_out1;
  always @(sel)
  begin
    case (sel)
    1'b0:
      begin
         y_out0=x_in;
         y_out1 = 16'b0;
      end
    1'b1:
       begin
         y_out1=x_in;
       y_out0=16'b0;
      end     
    endcase
  end
endmodule
module mux2_1 ( input [15:0] x_in0,  input [15:0] x_in1, input sel, output [15:0] y_out);              
   assign y_out = sel ? x_in1:x_in0;  
endmodule  
module mux8_1(
      input_d0,
      input_d1,
      input_d2,
      input_d3,
      input_d4,
      input_d5,
      input_d6,
      input_d7,
      sel,
      output_y);
  parameter DATA_WIDTH=16;
  input [DATA_WIDTH-1:0] input_d0;
  input [DATA_WIDTH-1:0] input_d1;
  input [DATA_WIDTH-1:0] input_d2;
  input [DATA_WIDTH-1:0] input_d3;
  input [DATA_WIDTH-1:0] input_d4;
  input [DATA_WIDTH-1:0] input_d5;
  input [DATA_WIDTH-1:0] input_d6;
  input [DATA_WIDTH-1:0] input_d7;
  input [2:0] sel;
  output logic [DATA_WIDTH-1:0] output_y;
  always @(sel)
  begin
    case (sel)
    3'o0:
      begin
        output_y = input_d0;
      end
   3'o1:
      begin
        output_y = input_d1;
      end
    3'o2:
      begin
        output_y = input_d2; 
      end
    3'o3:
      begin
        output_y = input_d3;       
      end
    3'o4:
      begin
        output_y = input_d4;     
      end
    3'o5:
      begin
        output_y = input_d5; 
      end
    3'o6:
      begin
        output_y = input_d6;
      end
    3'o7:
      begin
        output_y = input_d7;
      end
    endcase
  end
endmodule
module demux1_8(
      input_x,
      sel,
      output_d0,
      output_d1,
      output_d2,
      output_d3,
      output_d4,
      output_d5,
      output_d6,
      output_d7);
  parameter DATA_WIDTH=16;
  output logic [DATA_WIDTH-1:0] output_d0;
  output logic [DATA_WIDTH-1:0] output_d1;
  output logic [DATA_WIDTH-1:0] output_d2;
  output logic [DATA_WIDTH-1:0] output_d3;
  output logic [DATA_WIDTH-1:0] output_d4;
  output logic [DATA_WIDTH-1:0] output_d5;
  output logic [DATA_WIDTH-1:0] output_d6;
  output logic [DATA_WIDTH-1:0] output_d7;
  input [2:0] sel;
  input [DATA_WIDTH-1:0] input_x;
  always @(sel)
  begin
    case (sel)
    3'o0:
      begin
        output_d0=input_x;
        output_d1=16'b0;
        output_d2=16'b0;
        output_d3=16'b0;
        output_d4=16'b0;
        output_d5=16'b0;
        output_d6=16'b0;
        output_d7=16'b0;
      end
   3'o1:
      begin
        output_d1=input_x;
        output_d0=16'b0;
        output_d2=16'b0;
        output_d3=16'b0;
        output_d4=16'b0;
        output_d5=16'b0;
        output_d6=16'b0;
        output_d7=16'b0;
      end
    3'o2:
      begin
        output_d2=input_x;
        output_d0=16'b0;
        output_d1=16'b0;
        output_d3=16'b0;
        output_d4=16'b0;
        output_d5=16'b0;
        output_d6=16'b0;
        output_d7=16'b0;        
      end
    3'o3:
      begin
        output_d3=input_x;
        output_d0=16'b0;
        output_d1=16'b0;
        output_d2=16'b0;
        output_d4=16'b0;
        output_d5=16'b0;
        output_d6=16'b0;
        output_d7=16'b0;        
      end
    3'o4:
      begin
        output_d4=input_x;
        output_d0=16'b0;
        output_d1=16'b0;
        output_d2=16'b0;
        output_d3=16'b0;
        output_d5=16'b0;
        output_d6=16'b0;
        output_d7=16'b0;        
      end
    3'o5:
      begin
        output_d5=input_x;
        output_d0=16'b0;
        output_d1=16'b0;
        output_d2=16'b0;
        output_d4=16'b0;
        output_d3=16'b0;
        output_d6=16'b0;
        output_d7=16'b0;        
      end
    3'o6:
      begin
        output_d6=input_x;
        output_d0=16'b0;
        output_d1=16'b0;
        output_d2=16'b0;
        output_d4=16'b0;
        output_d5=16'b0;
        output_d3=16'b0;
        output_d7=16'b0;        
      end
    3'o7:
      begin
        output_d7=input_x;
        output_d0=16'b0;
        output_d1=16'b0;
        output_d2=16'b0;
        output_d4=16'b0;
        output_d5=16'b0;
        output_d6=16'b0;
        output_d3=16'b0;     
      end
    endcase
  end
endmodule
module mux16_1(
      input_d0,
      input_d1,
      input_d2,
      input_d3,
      input_d4,
      input_d5,
      input_d6,
      input_d7,
      input_d8,
      input_d9,
      input_d10,
      input_d11,
      input_d12,
      input_d13,
      input_d14,
      input_d15,
      sel,
      output_y);
  parameter DATA_WIDTH=16;
  input [DATA_WIDTH-1:0] input_d0;
  input [DATA_WIDTH-1:0] input_d1;
  input [DATA_WIDTH-1:0] input_d2;
  input [DATA_WIDTH-1:0] input_d3;
  input [DATA_WIDTH-1:0] input_d4;
  input [DATA_WIDTH-1:0] input_d5;
  input [DATA_WIDTH-1:0] input_d6;
  input [DATA_WIDTH-1:0] input_d7;
  input [DATA_WIDTH-1:0] input_d8;
  input [DATA_WIDTH-1:0] input_d9;
  input [DATA_WIDTH-1:0] input_d10;
  input [DATA_WIDTH-1:0] input_d11;
  input [DATA_WIDTH-1:0] input_d12;
  input [DATA_WIDTH-1:0] input_d13;
  input [DATA_WIDTH-1:0] input_d14;
  input [DATA_WIDTH-1:0] input_d15;
  input [3:0] sel;
  output logic [DATA_WIDTH-1:0] output_y;
  always @(sel)
  begin
    case (sel)
    4'h0:
      begin
        output_y = input_d0;
      end
   4'h1:
      begin
          output_y = input_d1;
      end
    4'h2:
      begin
          output_y = input_d2;
      end
    4'h3:
      begin
                output_y = input_d3;
      end
    4'h4:
      begin
                output_y = input_d4;
      end
    4'h5:
      begin
                output_y = input_d5;
      end
    4'h6:
      begin
                output_y = input_d6;
      end
    4'h7:
      begin
                output_y = input_d7;
      end
    4'h8:
      begin
                output_y = input_d8;
      end
    4'h9:
      begin
                output_y = input_d9;
      end
    4'b1010:
      begin
                output_y = input_d10;
      end
    4'b1011:
      begin
                output_y = input_d11;
      end
    4'b1100:
      begin
                output_y = input_d12;
      end
    4'b1101:
      begin
                output_y = input_d13;
      end
    4'b1110:
      begin
                output_y = input_d14;
      end
    4'b1111:
      begin
                output_y = input_d15;
      end
    endcase
  end
endmodule
==> summary.txt <==
The following summarizes the physical implementation.

Status
The tool reported: "[ERROR DPL-0036] Detailed placement failed". The run stopped with a tool error. The flow stopped in 5_1_grt.

Placed design
The final estimated routing congestion in global placement is 0.839. The placement report lists the number of port buffers as 147. The cell area reported after detailed placement is 3440 µm². The pre-CTS setup check shows a worst slack of -0.874 ns.

Detailed placement finished with a half-perimeter wire length of 5.29 mm.

Synth
The area figure in the yosys stat output is 1690 µm². The synthesized design devotes to its leading area cell type 28.4% of total area. The cell type with the highest aggregate area in the netlist is sky130_fd_sc_hd__and4b_1. The cell total in the yosys stat output is 170. Of the synthesized area, sequential elements account for 0%. After synthesis, the netlist uses 11 different library cells. The main area contributors are sky130_fd_sc_hd__and4b_1, sky130_fd_sc_hd__and4bb_2, sky130_fd_sc_hd__nor4b_2. The post-synthesis average cell area is 9.94 µm².

The warning tally printed by Yosys for this design is 1. Synthesis produced 170 cells. The netlist area before placement is 1690 µm².

Timing
When the last timing repair stopped, the worst path ended at output_d0[9]. After the last repair the worst path ends at a top-level output.

Floorplan
According to the I/O placement log, the pin count is 147. The initial core utilization is 32.1%. The number of placement rows is 26. The die is 77.1 µm wide. The die is 77.1 µm tall.

Global route
The maximum number of pins on one net before global-route repair is 32.

Clock network
The number of buffers inserted by hold repair at cts is 0.
## stage by stage
stage                     cells  TNS, ns
after floorplan             170        0
after global placement      386   -95.10
after detailed placement    386   -95.19
after CTS                   439   -25.03
## cell usage after synthesis
| cell type | count |
|---|---|
| sky130_fd_sc_hd__and4b_1 | 48 |
| sky130_fd_sc_hd__and4bb_2 | 34 |
| sky130_fd_sc_hd__buf_2 | 31 |
| sky130_fd_sc_hd__and4_1 | 16 |
| sky130_fd_sc_hd__nor4b_2 | 16 |
| sky130_fd_sc_hd__nor4bb_1 | 12 |
| sky130_fd_sc_hd__buf_6 | 6 |
| sky130_fd_sc_hd__buf_4 | 3 |
| sky130_fd_sc_hd__clkbuf_2 | 2 |
| sky130_fd_sc_hd__and4bb_1 | 1 |
| sky130_fd_sc_hd__nor4bb_2 | 1 |
## cell families after synthesis
kind of cell	count (synthesis)	share of synthesized area (%)
buffers and inverters	42	15.1
AND/OR/NAND/NOR	128	84.9
## what timing repair did
action,CTS
setup buffers,29
gates cloned,24
endpoints found under the setup margin,128
resized,385
pin swaps,35
